--- flow/config.mk ---
export PLATFORM = sky130hd
export DESIGN_NAME = robsmult
export DESIGN_NICKNAME = robsmult
export VERILOG_FILES = /design/flow/design.v
export SDC_FILE = /design/flow/constraint.sdc
export NUM_CORES = 4
export LEC_CHECK = 1
export CORE_UTILIZATION = 40
--- flow/run.sh ---
#!/bin/bash
# OpenROAD 26Q1-2900-gdf79404cd8, Yosys 0.63+post, stock flow scripts
make -C /OpenROAD-flow-scripts/flow DESIGN_CONFIG=/design/flow/config.mk WORK_HOME=/design/flow/orfs finish
--- flow/design.v ---
module addsub #(parameter dw=8)		  
(
  input        [dw-1:0] dataa,
  input        [dw-1:0] datab,
  input                 add_sub,	  
  output logic [dw-1:0] result
);
always_comb begin
	case({add_sub})
		1'b1:result = dataa+datab;	
		1'b0:result = dataa-datab;
	endcase
end
endmodule
module counter_down	#(parameter dw=8, WIDTH=7)
(
  input                 clk,
  input                 reset,
  input                 ena,
  output logic [dw-1:0] result);
  always @(posedge clk)	 begin
	if(reset == 1 && ena == 1)
		result <= WIDTH;
	else if(reset == 1 && ena == 0) 
		result <= WIDTH;
	else if(reset == 0 && ena == 1) 
		result <= (result - 1);
	else
		result <= result;
  end
endmodule	
module mux2 #(parameter WIDTH = 8)
 (input        [WIDTH-1:0] d0, d1, 
  input                    s, 
  output logic [WIDTH-1:0] y);
always_comb begin
	case({s})
		1'b0: y = d0;
		1'b1: y = d1;
	endcase
end
endmodule
module mux3 #(parameter WIDTH = 8)
  (input       [WIDTH-1:0] d0, d1, d2,
   input       [1:0]       s, 	 
   output logic[WIDTH-1:0] y);
always_comb begin
	case({s[1], s[2]})
	2'b00: y = d0;
	2'b01: y = d1;
	2'b10: y = d2;
	2'b11: y = d2;
	endcase
end
endmodule
module mux5 (input        d0, d1, d2, d3, d4,
             input [2:0]  s, 
             output logic y);
always_comb begin    
	case(s)
		3'b000: y = d0;
		3'b001: y = d1;
		3'b010: y = d2;
		3'b011: y = d3;
		3'b100: y = d4;
		3'b101: y = 0;
		3'b110: y = 0;
		3'b111: y = 0;
	endcase;
end
endmodule
module register # (parameter N = 8)
   (input                clk,    
    input                load,
    input                clear,
    input        [N-1:0] in,
    output logic [N-1:0] out
    );
  always_ff @ (posedge clk, posedge clear)    begin
	if(clear == 1)  
		out <= 0;
	else if(clear == 0 && load == 1)
		out <= in;
	else
		out <= out;
end			
endmodule
module register_hl # (parameter N = 16)
 (input                clk,
  input [N/2-1:0]      inh,
  input [N/2-1:0]      inl,
  input                loadh,
  input                loadl,
  input                clear,
  output logic[N-1:0]  out	  	);
  always_ff @ (posedge clk, posedge clear) begin
	if(clear == 1) begin
		out[N-1:N/2] <= 0;
		out[N/2-1:0] <= 0;
	end
	else if(clear == 0 && loadh == 0 && loadl == 1) begin
		out[N-1:N/2] <= out[N-1:N/2];
		out[N/2-1:0] <= inl;
	end
	else if(clear == 0 && loadh == 1 && loadl == 0) begin
		out[N-1:N/2] <= inh;
		out[N/2-1:0] <= out[N/2-1:0];
	end
	else if(clear == 0 && loadh == 1 && loadl == 1) begin
		out[N-1:N/2] <= inh;
		out[N/2-1:0] <= inl;
	end
	else begin
		out[N-1:N/2] <= out[N-1:N/2];
		out[N/2-1:0] <= out[N/2-1:0];
	end
  end	
endmodule
module right_shift_register #(parameter WIDTH = 16)(
    input                    clk,
    input                    enable,
    input signed       [WIDTH-1:0] in,  
    input                    mode,  
    output logic [WIDTH-1:0] out);  
	always @(posedge clk) begin
	if(enable == 0 && mode == 0) 
		out <= out;
	else if(enable == 0 && mode == 1) 
		out <= out;
	else if(enable == 1 && mode == 1)
		out <= (in>>1);		 
	else if(enable == 1 && mode == 0)
		out <= (in>>>1);	 
    end
endmodule
module robs_control_unit_micro(
	input clk, reset,
	input zq, zy, zr,
	output[14:0] c,
	output logic done
	);
    wire load_incr;
    wire [4:0] upc;
    wire [22:0] uinstr;
    upcreg upc_reg(.clk, .reset, .load_incr, .upc_next(uinstr[19:15]), .upc);
    mux5 cs_mux(.d0(1'b0), .d1(zq), .d2(zr), .d3(zy), .d4(1'b1), .s(uinstr[22:20]), .y(load_incr));
    rom control_memory(.addr(upc), .data(uinstr));
	assign c = uinstr[14:0];		 
    always_latch 
      if     (reset)     done = 0;
      else if(upc == 17) done = 1;
endmodule
module robs_datapath #(parameter WIDTH = 8)
    (
	input clk, reset,
	input [WIDTH-1:0] multiplier, multiplicand,
	input[14:0]  c,
	output [WIDTH*2-1:0] product,
	output logic zq, zr  
	);
	wire [WIDTH-1:0] y, a, in_x, x, in_rh, in_rl, alu_out, q;
	wire [WIDTH*2-1:0] r, sr;
	register #(.N(WIDTH)) reg_y(.clk(clk), .in(multiplicand), .out(y), .load(c[0]), .clear(1'b0));
	register #(.N(WIDTH)) reg_a(.clk, .in(r[WIDTH*2-1:WIDTH]), .out(a), .load(c[14]), .clear(c[2]));
	register #(.N(WIDTH)) reg_x(.clk, .in(in_x), .out(x), .load(c[3]), .clear(1'b0));
	register_hl reg_r(.clk(clk), .inh(in_rh), .inl(in_rl), .loadh(c[8]), .loadl(c[9]), .clear(1'b0), .out(r));
	right_shift_register #(.WIDTH(2*WIDTH)) sign_ext(.clk, .enable(c[12]), .in(r), .mode(c[11]), .out(sr)); 
	mux2 #(.WIDTH(WIDTH)) mux_x(.d0(multiplier), .d1(r[WIDTH-1:0]), .s(c[7]), .y(in_x));
	mux3 #(.WIDTH(WIDTH)) mux_rh(.d0(a), .d1(sr[WIDTH*2-1:WIDTH]), .d2(alu_out), .s(c[5:4]), .y(in_rh));
	mux2 #(.WIDTH(WIDTH)) mux_rl(.d0(x), .d1(sr[WIDTH-1:0]), .s(c[6]), .y(in_rl));
	addsub #(.dw(WIDTH)) addsub(.dataa(r[WIDTH*2-1:WIDTH]), .datab(y), .add_sub(c[10]), .result(alu_out));
	counter_down #(.dw(WIDTH),.WIDTH(WIDTH-1)) decrement8(.clk, .reset(c[1]), .ena(c[13]), .result(q));
	assign product = {a,x};			  
	always_comb begin
		if(r%2 == 0) 
			zr = 1;
		else
			zr = 0;
		if(q%8 == 0) 
			zq = 1;
		else
			zq = 0;
	end
endmodule
module robsmult #(parameter WIDTH = 8)
  (
  input clk,   
  input reset,
  input [WIDTH-1:0] multiplier,
  input [WIDTH-1:0] multiplicand,
  output [WIDTH*2-1:0] product,  
  output done  
  );
  wire[14:0] c;	
  wire zq, zy, zr;
  robs_control_unit_micro cu(.clk(clk), .reset, .zq, .zy, .zr, .c, .done);	
  robs_datapath #(.WIDTH(WIDTH)) dp(.clk, .reset, .multiplier, .multiplicand, .c, .product, .zq, .zr);
  assign zy = ~multiplicand[WIDTH-1];	 
endmodule
module rom(
  input       [ 4:0] addr, 
  output logic[22:0] data);
  logic  [22:0] mem[18];     
  initial begin
    for(int i=0; i<18; i++) begin
      mem[i] = '0;			 
    end
    mem[00] = 23'b00000001000000000000011;
    mem[01] = 23'b00000010000000000001100;
    mem[02] = 23'b00000011000001100000000;
    mem[03] = 23'b00101100000000000000000;
    mem[04] = 23'b01000110000000000000000;	    
    mem[05] = 23'b00000110000010100100000;
    mem[06] = 23'b01101001000000000000000;
    mem[07] = 23'b00001000001000000000000;
    mem[08] = 23'b10001010000000000000000;
    mem[09] = 23'b00001010001100000000000;
    mem[10] = 23'b00001011010001101010000;
    mem[11] = 23'b10000011000000000000000;
    mem[12] = 23'b01001110000000000000000;
    mem[13] = 23'b00001110000000100100000;
    mem[14] = 23'b00001111001000000000000;
    mem[15] = 23'b00010000000001101010000;
    mem[16] = 23'b00010001100000010001000;
    mem[17] = 23'b10010001000000000000000;
  end
assign data = mem[addr];
endmodule
module upcreg(
  input              clk,
  input              reset,
  input              load_incr,
  input [4:0]        upc_next,
  output logic [4:0] upc);
  always_ff @ (posedge clk, posedge reset) begin
	if(reset == 1) 
		upc <= 0;
	else if(reset == 0 && load_incr == 1)
		upc <= upc_next;
	else
		upc <= upc + 1;
  end
endmodule    
--- flow/constraint.sdc ---
current_design robsmult

set clk_period 1.5
set clk_io_pct 0.2

create_clock -name clk0 -period $clk_period [get_ports {clk}]

set non_clock_inputs [all_inputs -no_clocks]
set_input_delay [expr $clk_period * $clk_io_pct] -clock clk0 $non_clock_inputs
set_output_delay [expr $clk_period * $clk_io_pct] -clock clk0 [all_outputs]
==> results.sh <==
# source this file to load flow results
export IMPL_slew_headroom_pct=76.4
export IMPL_viasPerCell=5.15
export IMPL_unclocked_pins=1
export IMPL_cts_made_buffers=9
export IMPL_skew_ps=11.2
export IMPL_warnings=34
export IMPL_fp_util_pct=41.3
export IMPL_yosys_cells=278
export IMPL_top_cell="edfxtp_1"
export IMPL_cpPeakStageDelay_ps=410
export IMPL_end_kind="flop"
export IMPL_untimed_endpoints=2
export IMPL_antenna_cells=0
export IMPL_rr_worst_depth=12
export IMPL_drtAntennaViolNets=0
export IMPL_vias=2695
export IMPL_synth_edff_count=48
export IMPL_critPathLaunchType="flop"
export IMPL_worst_path_max_fanout=7
export IMPL_cp_cell_sequence="inv_2, ha_4, nor4bb_4, buf_6, nor2_4, xor2_2, ha_1, nor2b_1, o21ai_1, a21boi_2, or4_1, nand3_1"
export IMPL_wl_per_cell_um=15.5
export IMPL_yosysWarnings=13
export IMPL_drt_total_wl_mm=8.09
export IMPL_top_cells_by_area="edfxtp_1 43%, dfrtp_1 9.6%, mux2_2 8.0%"
export IMPL_first_pass_iters=4
export IMPL_synthArstFlopShare_pct=20.0
export IMPL_fp_row_count=33
export IMPL_dp_hpwl_mm=5.06
export IMPL_cts_tree="built"
export IMPL_ios=35
export IMPL_clockBufferDepth=2
export IMPL_synthDistinctLibCells=55
export IMPL_finalMaxSlewViolations=0
export IMPL_hold_path_class="in2async"
export IMPL_hold_violations=0
export IMPL_yosys_stat_area_mm2=0.00337
export IMPL_syn_inst=278
export IMPL_finalSetupViolCount=88
export IMPL_grt_max_degree=27
export IMPL_status="finished with violations"
export IMPL_leakagePower_nw=2.21
export IMPL_grt_overflow_total=0
export IMPL_portBuffers=34
export IMPL_coreArea_mm2=0.00818
export IMPL_power_density_mw_per_mm2=2370
export IMPL_crit_start="cu.upc_reg.upc[1]$_DFF_PP0_"
export IMPL_synth_area_mm2=0.00337
export IMPL_post_route_cells_drive_above_1_share_pct=49.5
export IMPL_track_usage_pct=19.7
export IMPL_largest_area_cell="edfxtp_1"
export IMPL_root_buffer="clkbuf_8"
export IMPL_clock_fmax_mhz=396
export IMPL_finish_utilization_pct=66.0
export IMPL_worst_path_max_delay_cell="or4_1"
export IMPL_rrSetupSlack_ps=-1020
export IMPL_fin_ws_ps=-1020
export IMPL_holdWs_ps=420
export IMPL_arrival_ps=2740
export IMPL_grt_pass1_wl_mm=12.6
export IMPL_antenna_found_initial=0
export IMPL_top_regs="dp.reg_r.out: 16 flops, dp.sign_ext.out: 16 flops"
export IMPL_period_used_pct=168
export IMPL_cp_required_ps=1720
export IMPL_critical_path_top_delay_family="simple AND/OR/NAND/NOR gates"
export IMPL_maxCapViolations=0
export IMPL_synthToLayoutAreaGrowth_pct=59.8
export IMPL_yosysTopAreaCellShare_pct=42.7
export IMPL_drtIter0Drc=94
export IMPL_finalInstanceArea_mm2=0.00539
export IMPL_min_period_ps=2520
export IMPL_place_congestion=0.900
export IMPL_die_x_um=93.9
export IMPL_regToRegStartpoint="cu.upc_reg.upc[1]$_DFF_PP0_"
export IMPL_critPathBufInv=2
export IMPL_tightest_slew_ps=354
export IMPL_die_height_um=93.9
export IMPL_place_area_mm2=0.00443
export IMPL_violations="setup timing"
export IMPL_path_clk_slew_ps=80
export IMPL_syn_area_per_cell_um2=12.1
export IMPL_synthTopCellsByCount="48 x edfxtp_1, 24 x mux2_2, 19 x nand2_1"
export IMPL_clock_latency_ps=340
export IMPL_grt_pass1_vias=2586
export IMPL_rsz0062_at_grt="yes"
export IMPL_h_tree_depth=3
export IMPL_vdd_ir_drop_max_mv=1.27
export IMPL_die_area_mm2=0.00881
export IMPL_route_detailed_drc=0
export IMPL_synth_flops=65
export IMPL_dp_slack_ps=-1040
export IMPL_worst_r2r_endpoint="dp.reg_r.out[14]$_DFFE_PP_"
export IMPL_critPathKind="reg2reg"
export IMPL_yosys_most_used_dff="edfxtp_1"
-- how the worst max path moves through the flow --
stage / endpoint / slack [ps] / cells after the start
after CTS: dp.reg_r.out[14]$_DFFE_PP_ / -1000 / 12
after global routing: dp.reg_r.out[13]$_DFFE_PP_ / -1150 / 12
final: dp.reg_r.out[14]$_DFFE_PP_ / -1020 / 12
-- layer usage --
layer	part of all wire (%)	wire length, µm	up-vias	GRT usage, %
met3	6.2	498	15	5.19
met4	1.9	150	0	3.33
li1	-	-	1313	-
met1	45	3680	1283	30.7
met2	47	3760	84	29.6
met5	0	0	-	0
-- power breakdown --
| part | switching, mW | total, mW | internal (mW) |
|---|---|---|---|
| registers | 0.402 | 3.39 | 2.99 |
| logic | 3.47 | 7.70 | 4.24 |
| clock network | 0.732 | 1.69 | 0.955 |
| total | 4.60 | 12.8 | 8.18 |
-- metrics by stage --
stage	instances	TNS [ps]	total power, mW
5_1_grt	523	-42730	13.6
4_1_cts	515	-37180	12.3
2_1_floorplan	278	-18560	6.70
3_5_place_dp	473	-26620	9.00
6_report	523	-38970	12.8
3_3_place_gp	473	-25210	8.94
-- cells in the final DEF (no fill, tap or decap), types with 6 or more instances in the layout --
master and n:
buf_4 78, edfxtp_1 48, clkdlybuf4s50_1 24, buf_6 15
mux2_2 14, nand2_1 14, inv_1 13, dfrtp_1 12
o21ai_1 11, mux2_4 10, ha_1 9, clkbuf_8 9
dlymetal6s2s_1 9, a21oi_1 8, nor2_1 7, xor2_1 6
nor3_1 6, nand3_1 6, buf_12 6
-- area by class of cell --
class | count | area [µm²]
clock buffer | 9 | 124
inverter | 17 | 75.1
tap | 105 | 131
sequential | 65 | 1840
fill | 587 | 2780
multi-input combinational | 183 | 1800
timing repair buffer | 137 | 1320
clock inverter | 7 | 103
-- worst register-to-register path, cell delays in order, from the launching register on --
cell and delay [ps]:
dfrtp_1 400, inv_2 80, ha_4 120, nor4bb_4 190
buf_6 170, nor2_4 50, xor2_2 180, ha_1 300
nor2b_1 150, o21ai_1 190, a21boi_2 90, or4_1 410
nand3_1 80
-- timing repair --
item,4_1_cts,5_1_grt
setup buffers,24,13
hold buffers,0,0
pin swaps,17,26
setup endpoints to repair,85,98
gates cloned,2,0
resized,69,36
-- cell families (layout without fill, tap and decap cells) --
group,after synthesis,count (layout),synth area share (%)
AOI/OAI and AO/OA,56,56,10.8
xor gates and xnor gates,10,10,2.60
adders and majority gates,18,18,6.90
buffers and inverters,30,170,5.19
DFF,64,64,54.1
latches,1,1,0.445
muxes,25,25,8.31
and+or+nand+nor,74,74,11.6
Power figures rest on the tool's default switching activity, not on a simulated workload.
